### ./run.sh
#!/bin/bash
# OpenROAD 26Q1-2900-gdf79404cd8, Yosys 0.63+post, stock flow scripts
make -C /OpenROAD-flow-scripts/flow DESIGN_CONFIG=/design/flow/config.mk WORK_HOME=/design/flow/orfs finish
### ./config.mk
export PLATFORM = sky130hd
export DESIGN_NAME = FIFO
export DESIGN_NICKNAME = FIFO
export VERILOG_FILES = /design/flow/design.v
export SDC_FILE = /design/flow/constraint.sdc
export NUM_CORES = 4
export LEC_CHECK = 1
export CORE_UTILIZATION = 40
### ./constraint.sdc
current_design FIFO

set clk_period 7.2
set clk_io_pct 0.2

create_clock -name clk0 -period $clk_period [get_ports {rd_clk}]
create_clock -name clk1 -period $clk_period [get_ports {wr_clk}]

set non_clock_inputs [all_inputs -no_clocks]
set_input_delay [expr $clk_period * $clk_io_pct] -clock clk0 $non_clock_inputs
set_output_delay [expr $clk_period * $clk_io_pct] -clock clk0 [all_outputs]
### ./design.v
module FIFO_memory #(parameter DATA_LEN = 8,
    parameter ADDR_LEN = 5)(
        input [DATA_LEN-1:0] wr_data,
        input [ADDR_LEN-1:0] wr_addr, rd_addr,
        input wr_en, wr_full, wr_clk, rd_clk,
        output [DATA_LEN-1:0] rd_data
    );
    localparam WIDTH = 1 << ADDR_LEN;
    reg [DATA_LEN-1:0] memory [0:WIDTH-1];
    always @(posedge wr_clk) begin
        if(!wr_full && wr_en) begin
            memory[wr_addr] <= wr_data;
        end
    end
    assign rd_data = memory[rd_addr];
endmodule
module double_sync_ff #(parameter ADDR_LEN = 5)(
        input clk,rstn,
        input [ADDR_LEN:0] in,
        output reg [ADDR_LEN:0] out
    );
    reg [ADDR_LEN:0] out_prev;
    always @(posedge clk or negedge rstn) begin
        if (!rstn) begin
            out_prev <= 0;
            out <= 0;
        end 
        else begin
            out_prev <= in;
            out <= out_prev;
        end
    end
endmodule
module wr_ptr_handler #(parameter ADDR_LEN = 5)(
        input wr_clk, wr_rstn, wr_en,
        input [ADDR_LEN:0] sync_rd_ptr,
        output reg wr_full,
        output [ADDR_LEN-1:0] wr_addr,
        output reg [ADDR_LEN:0] wr_ptr
    );
    wire [ADDR_LEN:0] wr_bin_next, wr_gray_next;
    reg [ADDR_LEN:0] wr_bin;
    wire wr_full_val;
    always @(posedge wr_clk or negedge wr_rstn) begin
        if (!wr_rstn)
            {wr_bin, wr_ptr} <= 0;
        else 
            {wr_bin, wr_ptr} <= {wr_bin_next, wr_gray_next};
    end
    assign wr_bin_next = wr_bin + (~wr_full & wr_en);
    assign wr_gray_next = (wr_bin_next >> 1) ^ wr_bin_next;
    assign wr_full_val = (wr_gray_next == { ~sync_rd_ptr[ADDR_LEN:ADDR_LEN-1], sync_rd_ptr[ADDR_LEN-2:0]});
    assign wr_addr = wr_bin[ADDR_LEN-1:0];
    always @(posedge wr_clk or negedge wr_rstn) begin
        if (!wr_rstn)
            wr_full <= 1'b0;
        else
            wr_full <= wr_full_val;
    end
endmodule
module rd_ptr_handler #(parameter ADDR_LEN = 5)(
        input rd_en, rd_clk, rd_rstn,
        input [ADDR_LEN:0] sync_wr_ptr,
        output reg rd_empty,
        output [ADDR_LEN-1:0] rd_addr,
        output reg [ADDR_LEN:0] rd_ptr
    );
    wire [ADDR_LEN:0] rd_bin_next, rd_gray_next;
    reg [ADDR_LEN:0] rd_bin;
    wire rd_empty_val;
    always @(posedge rd_clk or negedge rd_rstn) begin
        if (!rd_rstn)
            {rd_bin, rd_ptr} <= 0;
        else
            {rd_bin, rd_ptr} <= {rd_bin_next, rd_gray_next};
    end
    assign rd_bin_next = rd_bin + (~rd_empty & rd_en);
    assign rd_gray_next = (rd_bin_next >> 1) ^ rd_bin_next;
    assign rd_empty_val = (rd_gray_next == sync_wr_ptr);
    assign rd_addr = rd_bin[ADDR_LEN-1:0];
    always @(posedge rd_clk or negedge rd_rstn) begin
        if (!rd_rstn)
            rd_empty <= 1'b1;
        else
            rd_empty <= rd_empty_val;
    end
endmodule
module FIFO #(parameter DATA_LEN = 8,
    parameter ADDR_LEN = 5)(
        input wr_clk, rd_clk, wr_rstn, rd_rstn, wr_en, rd_en,
        input [DATA_LEN-1:0] wr_data,
        output wr_full, rd_empty,
        output [DATA_LEN-1:0] rd_data
    );
    wire [ADDR_LEN-1:0] wr_addr, rd_addr;
    wire [ADDR_LEN:0] wr_ptr_g, rd_ptr_g, wr_ptr_syncr, rd_ptr_syncw;
    FIFO_memory #(DATA_LEN, ADDR_LEN) FIFO_Memory(
        .wr_data(wr_data),
        .wr_addr(wr_addr), .rd_addr(rd_addr),
        .wr_en(wr_en), .wr_full(wr_full), .wr_clk(wr_clk), .rd_clk(rd_clk),
        .rd_data(rd_data)
    );
    double_sync_ff #(ADDR_LEN) sync_ff_wr(
        .clk(wr_clk), .rstn(wr_rstn),
        .in(rd_ptr_g),
        .out(rd_ptr_syncw)
    );
    double_sync_ff #(ADDR_LEN) sync_ff_RD(
        .clk(rd_clk), .rstn(rd_rstn),
        .in(wr_ptr_g),
        .out(wr_ptr_syncr)
    );
    wr_ptr_handler #(ADDR_LEN) wr_ptr_handler(
        .wr_clk(wr_clk), .wr_rstn(wr_rstn), .wr_en(wr_en),
        .sync_rd_ptr(rd_ptr_syncw),
        .wr_full(wr_full),
        .wr_addr(wr_addr),
        .wr_ptr(wr_ptr_g)
    );
    rd_ptr_handler #(ADDR_LEN) rd_ptr_handler(
        .rd_en(rd_en), .rd_clk(rd_clk), .rd_rstn(rd_rstn),
        .sync_wr_ptr(wr_ptr_syncr),
        .rd_empty(rd_empty),
        .rd_addr(rd_addr),
        .rd_ptr(rd_ptr_g)
    );
endmodule
==> summary.txt <==
Status of the implementation.

- Of the total power, the share spent switching nets is 30.3%.
- The floorplan core area is 29600 µm², for reference.
- The critical path data arrival time is 3.73 ns, for reference.
- The TritonCTS sink count is 304, for reference.
- The die span in y is 176 µm, for reference.
- The highest layer touched by signal routing is met4.
- The class of the most critical hold timing path is register to register, for reference.
- The layout overhead on the synthesized area is 14.3%, for reference.
- Looking at the gate-level netlist, the highest instance count belongs to sky130_fd_sc_hd__edfxtp_1.
- The script logs the mean routed wire length per placed instance as 21.3 µm.
- In this run the tools logged warnings totalling 26.
- After detailed routing, the met2 layer carries 11.3 mm of wire.
- The pin count of the biggest net entering global routing is 50, for reference.
- In this run, the synthesized area fraction spent on xor and xnor cells is recorded as 2.18%.
- The vias after detailed routing is 5916, for reference.
- Measured against its own limit, the worst slew margin works out to 44.4%.
- Per the detail_route report, vias per standard cell equal 5.29.
- The portion of total power attributed to sequential cells is 42.1%, for reference.
- Pin placement for this block handled 24 I/O pins.
- At the placement stage, the worst setup path has a slack of 2.22 ns.
- Global routing consumed, over all layers together, 17.5% of the routing resources.
- The maximum vdd drop is 0.000173 V, for reference.
- After clock tree synthesis, the flow added hold-fix buffers numbering 0.
- The script computed a power per unit cell area of 402 nW/µm².
- The reg-to-reg setup timing slack is 3.43 ns, for reference.
- The required arrival time at the worst endpoint is 5.76 ns, for reference.
- The tool flagged a number of max-cap violations equal to 0.
- The die boundary width is 176 µm, for reference.
- The largest non-sequential cell family by area is multiplexers, for reference.
- Once detailed placement completed, the half-perimeter wirelength came to 14.4 mm.
- The number of cells produced by synthesis is 659, for reference.
- The total net switching power is 1.68 mW, for reference.
- The clock edge transition at the registers on the reported setup and hold paths is 0.06 ns, for reference.
- The count of placed standard cells including taps is 1062, for reference.
- The internal power is 3.87 mW, for reference.
- The final report gives the core utilization as 46.6%.
- The initialized floorplan defines 63 standard-cell rows.
- Of the total synthesized cell area, the portion taken by full adders, half adders and majority gates is 0.497%.
- The final number of setup-violating endpoints is 0, for reference.
- The analysis attributes to cell leakage a power of 4.60 nW.
- Setup repair after global routing left no endpoint under its margin.
- The fraction of power consumed by combinational cells is 29.4%, for reference.
- The number of antenna violations at the first check in global routing was 0.
- The portion of the post-synthesis area used by sequential elements is 73.6%, for reference.
- The setup TNS after final layout is 0 ns, for reference.
- The synth_stat.txt file lists the number of cells as 659.
- Across all hold checks on the routed design, the worst slack comes to 0.0763 ns.
- The post-layout instance count excluding filler cells is 1119, for reference.
- The total congestion overflow is 0, for reference.
- The area fraction in compound gates after synthesis is 4.00%, for reference.
- Per the timing report, the most critical flop-to-flop path finishes at rd_ptr_handler.rd_empty.
- The number of gates resized after CTS was 0.
- The synthesis report lists the most area-consuming cells as sky130_fd_sc_hd__edfxtp_1, sky130_fd_sc_hd__dfrtp_1, sky130_fd_sc_hd__mux4_2, sky130_fd_sc_hd__a211oi_1, sky130_fd_sc_hd__mux2_2.
- The wire length on met1 is 9.10 mm, for reference.
- The number of global-route vias before repair is 6443, for reference.
- The worst setup path is captured at an output port.
- For reference, the mux area share after synthesis is 11.9%.
- The first-pass GRT wire length is 36.9 mm, for reference.
- The async set-or-reset flop fraction in the synthesized netlist is 15.8%, for reference.
- The number of endpoints with negative hold slack in the final report is 0, for reference.
- The length of the first detailed-routing pass in iterations is 4, for reference.
- Per the detailed-route log, wirelength across all metal layers totals 23.9 mm.
- In this run the tool buffered the top-level ports with 22 buffer cells.
- In this run the remaining antenna-violating nets after routing total 0.
- Buffers added to address setup during post-CTS repair amount to 0.
- For reference, the critical path is captured by rd_data[0].
- The source of the worst register-to-register timing path is rd_ptr_handler.rd_bin[0], for reference.
- The placed cell area is 12800 µm², for reference.
- The start-to-end type of the worst setup path is register to output port, for reference.
- The maximum fanout along the worst path is 49, for reference.
- Per the detail_route report, DRC violations left total 0.
- The final power report lists total power as 5.55 mW.
- The count of yosys warnings during synthesis is 4, for reference.
- The launching instance or port of the critical path is rd_ptr_handler.rd_bin[0], for reference.
- The basic-gate share of the synthesized area counting and, or, nand and nor cells is 5.82%, for reference.
- The maximum clock skew at final layout is 0.0158 ns, for reference.
- The share of post-route cells with drive strength above 1 is 20.9%, for reference.
- The flow ran to the end, and the final reports show no timing, DRC or antenna violations.
- Per the synth stats, the flop cell with the highest instance count is sky130_fd_sc_hd__edfxtp_1.
- Synthesis instantiated 51 different standard cells from the library.
- The first-iteration detailed-routing DRC count is 415, for reference.
- Once synthesis finished, the tally of register bits stood at 304.
- The worst register-to-register path depth is 8.
- STA classifies the critical path startpoint as a register.
- The overall die size recorded for this design is 30900 µm².
- The count of flip-flops with a built-in enable after synthesis is 256, for reference.
- The biggest area contributor in the post-synthesis netlist is sky130_fd_sc_hd__edfxtp_1.
- The final max-slew violation count recorded for this run is 0.
- The area fraction of the largest cell type after synthesis is 63.7%.
- A synthesized cell averages 18.3 µm².
- After detailed routing, the met3 layer carries 3.03 mm of wire.
- The number of diodes added for antenna fixing is 0, for reference.
- The transition time recorded at the tightest slew-check pin is 0.831 ns.
- TritonCTS built the clock tree.
- The final design area excluding fillers is 13800 µm², for reference.
- Looking at the power breakdown, the clock network takes 28.5% of the total.
- The stat command in Yosys gives a chip area of 12100 µm².
- For reference, the top cells by count after synthesis are sky130_fd_sc_hd__edfxtp_1, sky130_fd_sc_hd__mux4_2, sky130_fd_sc_hd__dfrtp_1, sky130_fd_sc_hd__nor2_1.
- Per the gpl log, the routability congestion estimate is 0.851.
- The worst-case setup margin in the final layout is 2.03 ns, for reference.
- The starting density of the core is 40.7%, for reference.
- The synthesized netlist occupies a cell area of 12100 µm².
## critical path: stages (launching register included)
cell                              delay [ns]
sky130_fd_sc_hd__dfrtp_4                0.84
sky130_fd_sc_hd__buf_4                  0.58
sky130_fd_sc_hd__buf_4                  0.44
sky130_fd_sc_hd__mux4_2                 0.55
sky130_fd_sc_hd__mux2i_1                0.15
sky130_fd_sc_hd__nor2_1                 0.05
sky130_fd_sc_hd__or3_1                  0.37
sky130_fd_sc_hd__clkdlybuf4s50_1        0.43
## layer usage
metal  up-vias  global-route usage, %
met3        32                   10.1
met2       294                   26.4
met4         0                   2.79
met1      2900                   24.0
met5         -                      0
li1       2690                      -
## power by group through the flow
stage	sequential (mW)	combinational [mW]	clock [mW]
finish	2.34	1.63	1.58
global route	2.37	1.78	1.68
CTS	2.35	1.66	1.61
## cell usage in the layout (no fill, tap or decap), types with 4 or more instances in the layout
master	n
sky130_fd_sc_hd__clkinv_1	9
sky130_fd_sc_hd__o22ai_1	8
sky130_fd_sc_hd__dfrtp_1	44
sky130_fd_sc_hd__clkinv_2	7
sky130_fd_sc_hd__a211oi_2	5
sky130_fd_sc_hd__nand3_1	8
sky130_fd_sc_hd__nor2_1	42
sky130_fd_sc_hd__nand2b_1	4
sky130_fd_sc_hd__mux4_2	48
sky130_fd_sc_hd__mux2_2	17
sky130_fd_sc_hd__xor2_1	19
sky130_fd_sc_hd__inv_1	4
sky130_fd_sc_hd__clkdlybuf4s50_1	22
sky130_fd_sc_hd__buf_4	28
sky130_fd_sc_hd__a211oi_1	28
sky130_fd_sc_hd__xnor2_1	11
sky130_fd_sc_hd__edfxtp_1	256
sky130_fd_sc_hd__nor3_1	4
sky130_fd_sc_hd__mux2i_1	17
sky130_fd_sc_hd__or3_1	11
sky130_fd_sc_hd__nor2b_1	28
sky130_fd_sc_hd__ha_1	4
sky130_fd_sc_hd__nand3b_1	5
sky130_fd_sc_hd__nor4_1	9
sky130_fd_sc_hd__nand2_1	15
sky130_fd_sc_hd__clkbuf_16	32
sky130_fd_sc_hd__bufinv_16	4
## registers in the layout, summed over array words and instances, names as in the netlist
name and cells:
FIFO_Memory.memory 256, rd_ptr_handler.rd_bin 5, rd_ptr_handler.rd_empty 1, rd_ptr_handler.rd_ptr 6, sync_ff_RD.out 6, sync_ff_RD.out_prev 6, sync_ff_wr.out 6, sync_ff_wr.out_prev 6
wr_ptr_handler.wr_bin 5, wr_ptr_handler.wr_full 1, wr_ptr_handler.wr_ptr 6
## worst min-delay path by stage
stage,start,end,slack (ns),cells after the start
6_report,rd_ptr_handler.rd_ptr[4],sync_ff_wr.out_prev[4],0.08,0
4_1_cts,rd_ptr_handler.rd_ptr[4],sync_ff_wr.out_prev[4],0.07,0
5_1_grt,rd_ptr_handler.rd_ptr[3],sync_ff_wr.out_prev[3],0.08,0
## cell type report
| class | instances | area (µm²) |
|---|---|---|
| clock buffer | 36 | 826 |
| multi-input combinational | 314 | 2950 |
| timing repair buffer | 50 | 430 |
| tap | 390 | 488 |
| clock inverter | 21 | 198 |
| inverter | 4 | 15.0 |
| sequential | 304 | 8900 |
| fill | 2456 | 15800 |
## kinds of logic after synthesis
logic type / count (synthesis)
buf+inv: 41
xor+xnor: 30
simple gates: 135
compound gates: 62
fa+ha+maj: 5
mux: 82
flops: 304
No activity file was given, so power comes from the tool's default toggle rates.
